==> flow/design.v <==
`timescale 1ns / 1ps
module Seven_Segment(
    input CLK,
    input switch_up,
    input switch_clear,
	 input switch_stop,
    output [7:0] SEG,
    output [3:0] DIGIT,
	 output reg [23:0] io_led
    );
wire s_up, s_clear, s_stop;
reg [25:0] prescaler = 26'b0;
debouncer d1(.CLK (CLK), .switch_input (switch_up), .trans_dn (s_up));
debouncer d2(.CLK (CLK), .switch_input (switch_clear), .trans_dn (s_clear));
debouncer d3(.CLK (CLK), .switch_input (switch_stop), .trans_dn (s_stop));
reg [3:0] units, tens, hundreds, thousands;
display_7_seg display(.CLK (CLK), 
		.units (units), .tens (tens), .hundreds (hundreds), .thousands (thousands),
		.SEG (SEG), .DIGIT (DIGIT));
localparam STOPPED = 0, COUNT_UP = 1, COUNT_DOWN = 2;
reg [1:0] state = STOPPED; 
reg [1:0] last_state = COUNT_UP;
always @(posedge CLK)
begin
	if(s_up)
	begin
		if(state == COUNT_DOWN)
		begin
			state <= COUNT_UP;
		end
		else
		begin
			state <= COUNT_DOWN;
		end
	end
	if(s_clear)
	begin
		units <= 0;
		tens <= 0;
		hundreds <= 0;
		thousands <= 0;
		io_led <= 0;
		if(state != STOPPED)
		begin
			last_state <= state;
		end
		state <= STOPPED;
	end
	if(s_stop)
	begin
		if(state == STOPPED)
		begin
			state <= last_state;
		end
		else
		begin
			last_state <= state;
			state <= STOPPED;
		end
	end
	prescaler <= prescaler + 26'd1;
	if (prescaler == 26'd49999999)  
	begin
	prescaler <= 0;
	case (state)
		STOPPED : begin
		end
		COUNT_UP : begin
		count_up();
		end
		COUNT_DOWN : begin
		count_down();
		end
	endcase
	end
end
task count_up;
begin
	io_led <= io_led + 24'd1;
	units <= units + 4'd1;
	if (units == 4'h9) 
	begin
		units <= 0;
		tens <= tens + 4'd1;
		if (tens == 4'h9) 
		begin
			tens <= 0;
			hundreds <= hundreds + 4'd1;
			if (hundreds == 4'h9) 
			begin
				hundreds <= 0;
				thousands <= thousands + 4'd1;
				if (thousands == 4'h9) 
				begin
					thousands <= 0;
				end
			end
		end
	end
end
endtask
task count_down;
begin
	io_led <= io_led - 24'd1;
	units <= units - 4'd1;
	if (units == 4'h0) 
	begin
		units <= 9;
		tens <= tens - 4'd1;
		if (tens == 4'h0) 
		begin
			tens <= 9;
			hundreds <= hundreds - 4'd1;
			if (hundreds == 4'h0) 
			begin
				hundreds <= 9;
				thousands <= thousands - 4'd1;
				if (thousands == 4'h0) 
				begin
					thousands <= 9;
				end
			end
		end
	end
end
endtask
endmodule
module debouncer(
    input CLK,
    input switch_input,
    output reg state,
    output trans_up,
    output trans_dn
    );
reg sync_0, sync_1;
always @(posedge CLK) 
begin
  sync_0 = switch_input;
end
always @(posedge CLK) 
begin
  sync_1 = sync_0;
end
reg [16:0] count;
wire idle = (state == sync_1);
wire finished = &count;	 
always @(posedge CLK)
begin
  if (idle)
  begin
    count <= 0;
  end
  else 
  begin
    count <= count + 16'd1;  
    if (finished)
    begin
      state <= ~state;  
    end
  end
end
assign trans_dn = ~idle & finished & ~state;
assign trans_up = ~idle & finished & state;
endmodule
module decoder_7_seg(
	input CLK,
   input [3:0] D,
   output reg [7:0] SEG
   );
always @(posedge CLK) 
begin
	case(D)
    4'd0: SEG <= 8'b10000001;
    4'd1: SEG <= 8'b11110011; 
    4'd2: SEG <= 8'b01001001;
    4'd3: SEG <= 8'b01100001;
    4'd4: SEG <= 8'b00110011;
    4'd5: SEG <= 8'b00100101;
    4'd6: SEG <= 8'b00000101;
    4'd7: SEG <= 8'b11110001;
    4'd8: SEG <= 8'b00000001;
    4'd9: SEG <= 8'b00100001;
	 4'hA: SEG <= 8'b00010001;
	 4'hB: SEG <= 8'b00000111;
	 4'hC: SEG <= 8'b10001101;
	 4'hD: SEG <= 8'b01000011;
	 4'hE: SEG <= 8'b00001101;
	 4'hF: SEG <= 8'b00011101;
    default: SEG <= 8'b11111111;
	endcase
end
endmodule
module display_7_seg(
    input CLK,
    input [3:0] units, tens, hundreds, thousands,
    output [7:0] SEG,
    output reg [3:0] DIGIT
    );
reg [3:0] digit_data;
reg [1:0] digit_posn;
reg [23:0] prescaler;
decoder_7_seg decoder(.CLK (CLK), .SEG	(SEG), .D (digit_data));   
always @(posedge CLK)
begin
  prescaler <= prescaler + 24'd1;
  if (prescaler == 24'd50000)  
  begin
    prescaler <= 0;
    digit_posn <= digit_posn + 2'd1;
    if (digit_posn == 0)
    begin
      digit_data <= units;
      DIGIT <= 4'b1110;
    end
    if (digit_posn == 2'd1)
    begin
      digit_data <= tens;
      DIGIT <= 4'b1101;
    end
    if (digit_posn == 2'd2)
    begin
      digit_data <= hundreds;
      DIGIT <= 4'b1011;
    end	
    if (digit_posn == 2'd3)
    begin
      digit_data <= thousands;
      DIGIT <= 4'b0111;
    end	
  end
end
endmodule
==> flow/run.sh <==
#!/bin/bash
# OpenROAD 26Q1-2900-gdf79404cd8, Yosys 0.63+post, stock flow scripts
make -C /OpenROAD-flow-scripts/flow DESIGN_CONFIG=/design/flow/config.mk WORK_HOME=/design/flow/orfs finish
==> flow/config.mk <==
export PLATFORM = sky130hd
export DESIGN_NAME = Seven_Segment
export DESIGN_NICKNAME = Seven_Segment
export VERILOG_FILES = /design/flow/design.v
export SDC_FILE = /design/flow/constraint.sdc
export NUM_CORES = 4
export LEC_CHECK = 1
export CORE_UTILIZATION = 40
==> flow/constraint.sdc <==
current_design Seven_Segment

set clk_period 11.5
set clk_io_pct 0.2

create_clock -name clk0 -period $clk_period [get_ports {CLK}]

set non_clock_inputs [all_inputs -no_clocks]
set_input_delay [expr $clk_period * $clk_io_pct] -clock clk0 $non_clock_inputs
set_output_delay [expr $clk_period * $clk_io_pct] -clock clk0 [all_outputs]
==> results.toml <==
# synthesis and place-and-route metrics
[clocking]
worstSkewPairLatency_ns = 0.43
root_buffer = "clkbuf_16"
numCtsBuffers = 17
postCtsSetupRepairBufs = 0
htreeDepth = 4
clk_pin_slew_ns = 0.07
clkSinkCount = 171
cts_tree = "yes"
cts_hold_buffers = 0
cts-resized-gates = 0
clockBufferDepth = 2

[global_route]
grt_pass1_wl_microns = 33860
grt_pass1_vias = 6923
grt_use_total_pct = 17.26
grt_start_max_net_pins = 45
antenna_found_initial = 0
overflow = 0

[critical_path]
critPathArrivalTime_ns = 1.59
critical-path-max-stage-delay_ns = 0.61
crit_fanout = 14
critPathLaunchType = "register"
cp.required_ns = 9.20
critPathSlowestCell = "dfxtp_1"
crit_path_cell_trace = "clkdlybuf4s50_1"
critPathKind = "reg2out"
worst_setup_path_end_kind = "primary output"
critical-path-top-delay-family = "flip-flops"
critPathBufInv = 1

[pwr]
p_per_area_nw_per_um2 = 110.6
irDropWorstVdd_uv = 92.61
total_power_mw = 1.177
p_clk_share_pct = 47.7
seqPwrFrac_pct = 51.5
p_sw_mw = 0.2709
pwr-share-comb_pct = 0.8
swShare_pct = 23.02
p_int_mw = 0.9057
p_leak_nw = 4.103

[floorplanning]
die_height_microns = 155.7
die_w_microns = 155.7
die_area_sq_um = 24240
fp_util_pct = 41.23
placementRows = 55
core_area_sq_um = 22920
ioPinCount = 40

[status]
status = "finished clean"

[timing]
report.final.slew_viol_count = 0
rsz0062_at_grt = "no"
fin_setup_tns_ns = 0
fin_ws_ns = 7.609
fmax_mhz = 257.0
max_slew_margin_pct = 47.55
min_period_ns = 3.891
fin_worst_skew_ns = 0.01199
setup_viol = 0
final_hold_viol_count = 0
worstMarginPinSlew_ns = 0.7795
finalCritPeriodShare_pct = 33.83

[synthesis]
synthCells = 1131
ys_cells = 1131
edf_count = 15
ys_chip_area_sq_um = 9448
syn_avg_cell_area_sq_um = 8.354
synth_top_flop_cell = "dfxtp_1"
synth.distinct_cells = 83
ys_warn_count = 4
async_reset_ff_share_pct = 0
postSynthSeqShare_pct = 37.82
netlist_area_sq_um = 9448
ys.flops = 171

[placement]
dp_hpwl_microns = 13450
place_congestion = 0.8955
pre_cts_ws_ns = 7.923
io_buffers = 38
dpl-instance-area_sq_um = 10060

[worst_hold_path]
hold_class = "reg2reg"

[route]
drc = 0
wl_microns = 19890
wl_per_cell_microns = 13.59
vias = 7692
antenna_left = 0
drtIter0Drc = 466
diodes = 0
first_pass_iters = 5
vias_per_cell = 5.258

[layout]
lay_top_count = "dfxtp_1"
lay_top_cells = "dfxtp_1, nor2_1, nand2_1, o21ai_0, nand3_1"
syn2layout_area_growth_pct = 12.65
design_area_sq_um = 10640
post_route_cells_drive_above_1_share_pct = 6.087
fill_cells = 2187

[run]
drv_cap = 0
warnings = 46
[power by group through the flow]
| stage | Combinational (mW) | Sequential, mW | Clock (mW) |
|---|---|---|---|
| global route | 0.0106 | 0.606 | 0.604 |
| finish | 0.00920 | 0.606 | 0.561 |
| CTS | 0.00937 | 0.606 | 0.579 |
[layer usage]
metal | global-route usage, % | up-vias | wire, microns
met4 | 2.614 | 0 | 261
met1 | 27.74 | 3490 | 10400
li1 | - | 4042 | -
met5 | 0 | - | 0
met3 | 2.008 | 17 | 769
met2 | 25.92 | 143 | 8457
[worst paths after layout]
path                      to  cells past startpoint  slack (ns)       from
setup / recovery   io_led[9]                      1        7.61  io_led[9]
setup reg to reg  io_led[14]                     11        7.92   state[0]
hold reg to reg    d3.sync_1                      0        0.33  d3.sync_0
hold / removal     d3.sync_1                      0        0.33  d3.sync_0
[Yosys cell counts (all sizes together) (8+ instances only)]
master  instances  share of area, %
nor2          143               5.7
nand4          16               1.1
or3            15              0.99
o211ai         10              0.79
a22o           11               1.0
a31oi           9              0.60
a32oi           8              0.82
nor2b          12              0.79
dfxtp         156                33
nand2         102               4.2
xnor2          53               4.9
and3           25               1.7
ha             37               4.9
inv            39               1.5
a21oi          30               1.6
nor4           16               1.1
buf            17              0.95
xor2           51               4.7
nand3          64               3.4
nor3           19               1.0
nand3b          9              0.72
edfxtp         15               4.8
clkbuf         47               1.9
a22oi           9              0.72
o21ai          75               4.0
mux2i           8              0.85
o22ai           9              0.60
[through the flow]
stage | hold slack [ns] | instances | util, %
after global placement | 0.3169 | 1431 | 43.90
after global routing | 0.3427 | 1463 | 46.44
after CTS | 0.3341 | 1463 | 46.44
after floorplan | 0.3096 | 1131 | -
after detailed placement | 0.3171 | 1431 | 43.90
final | 0.3321 | 1463 | 46.44
[state kept, by name (all words and copies together) (netlist names), 4 cells and up]
register	flops
io_led	24
hundreds	4
display.DIGIT	4
tens	4
thousands	4
display.digit_data	4
display.decoder.SEG	7
d1.count	17
units	4
d2.count	17
display.prescaler	24
prescaler	26
d3.count	17
[area by class of cell]
cell class	count	area [sq um]	share of cell area, %
sequential	171	3573	33.58
clock buffer	19	452.9	4.256
tap	313	391.6	3.680
multi-input combinational	857	5470	51.40
timing repair buffer	51	478.0	4.491
clock inverter	13	130.1	1.223
inverter	39	146.4	1.375
[cells by family after synthesis]
| family | count (synthesis) | share of synthesized area (%) |
|---|---|---|
| buffers and inverters | 103 | 4.370 |
| adder cells (fa/ha/maj) | 37 | 4.900 |
| XOR/XNOR | 104 | 9.641 |
| flip-flops | 171 | 37.82 |
| AND-OR/OR-AND | 224 | 16.14 |
| other | 1 | 0.03969 |
| AND/OR/NAND/NOR | 478 | 25.48 |
| multiplexers | 13 | 1.602 |
Power is estimated from default activity; no workload was simulated.
